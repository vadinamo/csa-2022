## design/flow/design.v

```verilog
module task1(input logic clk,
               input logic reset,
               input logic left, right,
               output logic la, lb, lc, ra, rb, rc);
					logic [3:0] q;
					logic [3:0] q_next;
					assign q_next[3] = (!q[3] && q[2] && q[1] && q[0]);
					assign q_next[2] = (!q[3] && !q[2] && q[1] && q[0])
										|| (right && !left && !q[3] && !q[2] && !q[1] && !q[0])
										|| (!q[3] && q[2] && !q[1] && q[0])
										|| (!q[3] && q[2] && q[1] && !q[0]);
					assign q_next[1] = (!q[3] && !q[2] && !q[1] && q[0])
										|| (!q[3] && !q[2] && q[1] && !q[0])
										|| (!q[3] && q[2] && !q[1] && q[0])
										|| (!q[3] && q[2] && q[1] && !q[0]);
					assign q_next[0] = (left && !right && !q[3] && !q[2] && !q[1] && !q[0])
										|| (!q[3] && !q[2] && q[1] && !q[0])
										|| (right && !left && !q[3] && !q[2] && !q[1] && !q[0])
										|| (!q[3] && q[2] && q[1] && !q[0]);
					always_ff @(posedge clk, posedge reset)
						if (reset) q <= 4'b0;
						else q <= q_next;
					assign la = !q_next[3] && q_next[2] && !q_next[1] && !q_next[0];
					assign lb = !q_next[3] && !q_next[2] && q_next[1] && q_next[0];
					assign lc = !q_next[3] && !q_next[2] && q_next[1] && !q_next[0];
					assign ra = q_next[3] && !q_next[2] && !q_next[1] && !q_next[0];
					assign rb = !q_next[3] && q_next[2] && q_next[1] && q_next[0];
					assign rc = !q_next[3] && q_next[2] && q_next[1] && !q_next[0];
endmodule
```

## design/flow/run.sh

```bash
#!/bin/bash
# OpenROAD 26Q1-2900-gdf79404cd8, Yosys 0.63+post, stock flow scripts
make -C /OpenROAD-flow-scripts/flow DESIGN_CONFIG=/design/flow/config.mk WORK_HOME=/design/flow/orfs finish
```

## design/flow/config.mk

```make
export PLATFORM = sky130hd
export DESIGN_NAME = task1
export DESIGN_NICKNAME = task1
export VERILOG_FILES = /design/flow/design.v
export SDC_FILE = /design/flow/constraint.sdc
export NUM_CORES = 4
export LEC_CHECK = 1
export CORE_AREA = 10 10 70 70
export DIE_AREA = 0 0 80 80
```

## design/flow/constraint.sdc

```tcl
current_design task1

set clk_period 1.9
set clk_io_pct 0.2

create_clock -name clk0 -period $clk_period [get_ports {clk}]

set non_clock_inputs [all_inputs -no_clocks]
set_input_delay [expr $clk_period * $clk_io_pct] -clock clk0 $non_clock_inputs
set_output_delay [expr $clk_period * $clk_io_pct] -clock clk0 [all_outputs]
```

==> changes_impl.md <==
### Physical design

* Status: completed
* CP Capture Type: primary output
* Most numerous logic cells after layout: clkdlybuf4s50_1, nor3_1, nor2_1, clkbuf_4, dfrtp_2
* F_max at 544 MHz
* Die W at 80 um
* Final Max Tran Viols at 0
* CTS buffer count at 3
* Via count at 228
* Arrival time worst endpoint at 1460 ps
* Logic area at 128 sq um
* Initial DRT Pass Iterations at 2
* Latency at later pin at 230 ps
* Area grow syn2layout at 74.2%
* Crit-path max FO at 6
* Storage element area at 104 sq um
* Most numerous logic cell after layout: clkdlybuf4s50_1
* Cells on worst reg2reg path at 3
* Library cells used by synthesis at 15
* Antenna cell count at 0
* Worst-path clk slew at 40 ps
* Endpoints failing hold at 0
* Yosys stat area at 238 sq um
* Initial antenna violation count at 0
* Yosys cell count at 27
* Ys Warns at 1
* Placement Setup Slack at 243 ps
* All-Layer GR Usage at 1.74%
* Worst Slack Setup Final at 63.0 ps
* Site Rows at 21
* Synthesized cell area at 238 sq um
* Total gr overflow at 0
* Min-delay worst type: in -> async
* # IOs at 10
* First-pass GRT wire length at 917 um
* Setup CP Type: reg -> out
* PwrDens at 1400 mW/mm^2
* Worst-Margin Slew at 234 ps
* Setup TNS at 0 ps
* Placer Congestion at 0.763
* Biggest regs: q x4
* Largest register by flop count: q
* Critical Path Source Type: flip-flop
* Max cap viols at 0
* Required time of the critical path at 1520 ps
* Largest register FFs at 4
* Setup violations, final at 0
* CTS tree: built
* Final Util at 12.1%
* Synth Area per Inst at 8.80 sq um
* Max_slew headroom at 84.3%
* Final ANT Viol Nets at 0
* DIE HEIGHT at 80 um
* Seq cells post-synth at 4
* Layout cells sized above 1 at 31.6%
* H-tree depth at 1
* Wire length per cell at 6.88 um
* # hold bufs at CTS at 0
* Core region area at 0.00342 sq mm
* DPL Wire Length at 461 um
* Die area at 0.00640 sq mm
* Avg Vias per Cell at 2.71
* Clk buf depth at 2
* Port Buffers at 9
* Clock Skew at 3.53 ps
* Yosys top cell by area: dfrtp_1
* Top cells, area: dfrtp_1, nor3_1, nor2_1
* Pin count of the biggest net entering global routing at 10
* Min cycle time layout at 1840 ps
* Worst IR drop on VDD at 254 uV
* Area leader share at 42.1%
* Post-synth seq share at 42.1%
* Cells after synthesis at 27
* Cycle use final at 96.7%
* Drc violations at 0
* CTS Sinks at 4
* Drt total wl at 578 um
* RSZ-0062 raised after global routing: true
* Vias in the first global route at 219
* 1st-iter DRT viols at 12
* Pre-placement core utilization at 6.96%
* Total tool warning count at 26
* P_leak at 0.145 nW
* Layout fillers at 397
* Clock Tree Root: clkbuf_4
[synth_stat cells]
cell type and number:
xor2_1 1, a311oi_1 1, nor3_1 5, a211oi_1 1, a21oi_1 1, or2b_1 1
nor4b_2 1, nor2_1 4, nand2_1 2, nand2b_1 1, xnor2_1 1, buf_6 1
inv_1 2, clkbuf_1 1, dfrtp_1 4
[critical path, stage by stage, from the launching register on]
cell and delay (ps):
dfrtp_1 410, nand2b_4 180, nor3_1 140, clkdlybuf4s50_1 500
[final timing paths]
path                       start   end  slack, ps
setup / recovery            q[3]    rc         60
hold / removal             reset  q[3]        340
setup reg to reg            q[1]  q[2]        710
hold reg to reg             q[3]  q[0]        520
max in group asynchronous  reset  q[1]       1390
min in group clk0           q[3]  q[0]        520
[through the flow]
step	cells	hold WS [ps]	power [mW]	area [sq um]
after floorplan	27	146	0.335	238
after global placement	80	503	0.438	370
after detailed placement	80	507	0.435	370
after CTS	83	340	0.561	402
after global routing	84	352	0.640	414
final	84	343	0.581	414
[power by group]
group          total (mW)  switching (mW)  internal [mW]
clock network       0.101          0.0304         0.0703
registers           0.202          0.0705          0.132
logic               0.278           0.111          0.167
total               0.581           0.211          0.369
[area by class of cell]
| type | count | area share (%) |
|---|---|---|
| Multi-Input combinational cell | 19 | 30.8 |
| Sequential cell | 4 | 25.1 |
| Timing Repair Buffer | 10 | 23.0 |
| Tap cell | 46 | 13.9 |
| Clock buffer | 3 | 5.44 |
| Inverter | 2 | 1.81 |
[kinds of logic (layout without fill, tap and decap cells)]
logic type / count (synthesis) / count (layout) / share of synthesized area [%]
AND-OR/OR-AND: 3 / 3 / 8.95
XOR/XNOR: 2 / 2 / 7.37
buffers and inverters: 4 / 15 / 9.47
flip-flops: 4 / 4 / 42.1
AND/OR/NAND/NOR: 14 / 14 / 32.1
[metal layers]
metal | vias up | share of wire, % | GRT usage [%] | wire, um
li1 | 112 | - | - | -
met1 | 102 | 41 | 1.87 | 239
met2 | 12 | 39 | 2.49 | 226
met3 | 2 | 15 | 1.14 | 85
met4 | 0 | 4.7 | 1.06 | 27
met5 | - | 0 | 0 | 0
[what timing repair did]
| action | 4_1_cts | 5_1_grt |
|---|---|---|
| endpoints found under the setup margin | 3 | 5 |
| resized | 2 | 5 |
| gates cloned | 0 | 0 |
| setup buffers | 0 | 1 |
No activity file was given, so power comes from the tool's default toggle rates.
